<file path="/design/flow/design.v">
`timescale 1ns / 1ps
module lab2_2(
		bcd,  
		display,  
		leds  
    );
input [3:0] bcd;
output reg [7:0]  display;
output [3:0]leds;
assign leds=bcd;
always@(bcd)
case(bcd)
  4'd0: display=8'b0000_0011; 
  4'd1: display=8'b1001_1111; 
  4'd2: display=8'b0010_0100; 
  4'd3: display=8'b0000_1100; 
  4'd4: display=8'b1001_1000; 
  4'd5: display=8'b0100_1000; 
  4'd6: display=8'b0100_0000; 
  4'd7: display=8'b0001_1111; 
  4'd8: display=8'b0000_0000; 
  4'd9: display=8'b0000_1000; 
  default display=8'b0111_0001; 
endcase
endmodule
</file>
<file path="/design/flow/constraint.sdc">
current_design lab2_2

set clk_period 1.3
set clk_io_pct 0.2

create_clock -name clk0 -period $clk_period

set non_clock_inputs [all_inputs -no_clocks]
set_input_delay [expr $clk_period * $clk_io_pct] -clock clk0 $non_clock_inputs
set_output_delay [expr $clk_period * $clk_io_pct] -clock clk0 [all_outputs]
</file>
<file path="/design/flow/run.sh">
#!/bin/bash
# OpenROAD 26Q1-2900-gdf79404cd8, Yosys 0.63+post, stock flow scripts
make -C /OpenROAD-flow-scripts/flow DESIGN_CONFIG=/design/flow/config.mk WORK_HOME=/design/flow/orfs finish
</file>
<file path="/design/flow/config.mk">
export PLATFORM = sky130hd
export DESIGN_NAME = lab2_2
export DESIGN_NICKNAME = lab2_2
export VERILOG_FILES = /design/flow/design.v
export SDC_FILE = /design/flow/constraint.sdc
export NUM_CORES = 4
export LEC_CHECK = 1
export CORE_AREA = 10 10 70 70
export DIE_AREA = 0 0 80 80
</file>
==> run summary <==
P_sw: 0.0000628 W
Final ANT Viol Nets: 0
Net Sw Frac: 37.4%
Chip width: 80 um
Final total power: 0.000168 W
DRC: 0
HP Class: primary input to output pin
Pre-Place Util: 7.33%
Max_slew headroom: 89.4%
Violated checks: negative setup slack
Vias in the first global route: 338
Initial DRT Pass Iterations: 4
Flops: 0
Hold Buf Count CTS: 0
Die H: 80 um
# port buffers: 16
FILL cells: 383
Layout area overhead: 137%
Vias per cell: 3.03
Worst ir drop on vdd: 42.2 uV
Pleak: 0.256 nW
Cells after synthesis: 34
CP Launch Type: primary input
Part of the power in registers: 0%
Combinational cell fraction of total power: 100.0%
Max-cap violations: 0
Pin count of the biggest net entering global routing: 8
Yosys Warn Count: 1
RSZ-0062 raised after global routing: true
Worst path slowest cell: mux2_4
Worst Hold Path EP: display[3]
Fin. Hold Viols: 0
Fin crit share: 104%
Sequential share of the synthesized area: 0%
Crit path time final: 1.35 ns
Yosys stat area: 250 um^2
Final setup violation count: 2
Status: complete, but fails checks
Global route overflow: 0
Via count: 312
Io pins: 16
Total global-route track usage: 2.66%
Max incr delay on CP: 0.26 ns
Worst-Margin Slew: 0.157 ns
Final instance area: 593 um^2
Top cells by count, synth: 5 x buf_4, 5 x ha_1, 3 x inv_1, 3 x nand2_1, 3 x o21ai_0
Clock buffers: 0
Final WL: 944 um
PwrDens: 284 nW/um^2
Max Clk Rate: 739 MHz
Hold_ws: 0.883 ns
CP arrival: 1.09 ns
Placed cell area: 479 um^2
DIE AREA: 6400 um^2
Worst setup path class: primary input to output pin
Internal Pwr Total: 0.000105 W
Setup_tns: -0.0767 ns
Synthesized area per cell: 7.36 um^2
Clock Power Share: 0%
Cell area leaders: ha_1 25%, buf_4 15%, mux2i_1 8.0%
Crit Path Max Fanout: 3
Unique cell types: 16
DPL Wire Length: 678 um
Total core area: 3420 um^2
Critical path capture point type: output pin
Routed WL per cell: 9.17 um
Layout cells sized above 1: 61.4%
Yosys cell count: 34
Post-route worst setup slack: -0.0540 ns
First-pass GRT wire length: 1470 um
Starting DRT DRC Count: 6
Row count: 21
Count of tool warnings: 38
HP Start: bcd[2]
Fin. max-slew vios: 0
Max-area cell share: 25.0%
WP data required: 1.04 ns
FF/Latch Area: 0 um^2
Layout Utilization: 17.4%
RePlAce Congestion: 0.673
Syn Std Cell Area: 250 um^2
Diodes inserted: 0
Area leader, netlist: ha_1
Crit path cell chain: buf_8, inv_6, ha_4, mux2_4, o22a_1, buf_2
Min-Delay Path Depth: 4
Antenna violations before repair: 0
kinds of logic after synthesis:
logic type / after synthesis / share of synthesized area [%]
adders and majority gates: 5 / 25.0
xor gates and xnor gates: 1 / 3.50
AOI/OAI and AO/OA: 8 / 19.5
buffers and inverters: 9 / 24.0
muxes: 3 / 12.5
and+or+nand+nor: 8 / 15.5
how the worst max path moves through the flow:
| stage | startpoint | end | slack [ns] |
|---|---|---|---|
| 6_report | bcd[1] | display[4] | -0.05 |
| 5_1_grt | bcd[1] | display[1] | -0.08 |
| 4_1_cts | bcd[1] | display[4] | -0.07 |
worst max-delay path: cells and delay by family:
kind	cells	cell delay, ns
mux	1	0.26
buf+inv	3	0.23
compound gates	1	0.19
fa+ha+maj	1	0.14
metal layers:
layer  share of wire (%)  track usage [%]
met1                  42             2.83
met2                  49             5.14
met4                   0                0
met5                   0                0
met3                 9.5            0.909
placed cells by master (no fill, tap or decap), drive strengths merged:
master | Yosys | routed
buf | 6 | 23
ha | 5 | 5
clkdlybuf4s50 | 0 | 4
nand2 | 3 | 3
o21ai | 3 | 3
inv | 3 | 3
or2 | 2 | 2
nor2 | 2 | 2
mux2i | 2 | 2
a21oi | 2 | 2
a22o | 1 | 1
mux2 | 1 | 1
or2b | 1 | 1
o22a | 1 | 1
o22ai | 1 | 1
xor2 | 1 | 1
clkdlybuf4s15 | 0 | 1
clkbuf | 0 | 1
timing repair:
item	4_1_cts	5_1_grt
buffers inserted	5	0
pin swaps	12	4
gates resized	62	11
gates cloned	0	0
setup endpoints to repair	12	6
power groups by stage:
stage                 Combinational [W]  Clock (W)  Sequential, W
after CTS                      0.000153          0              0
final                          0.000168          0              0
after global routing           0.000185          0              0
metrics by stage:
step / instances / setup WS [ns]
finish: 103 / -0.0540
floorplan: 34 / 0.141
detailed placement: 98 / -0.898
CTS: 103 / -0.0683
global placement: 98 / -0.869
global route: 103 / -0.0766
area by class of cell:
class | instances | area, um^2 | area share (%)
multi-input combinational | 25 | 258 | 43.5
inverter | 3 | 18.8 | 3.16
tap | 46 | 57.6 | 9.70
timing repair buffer | 29 | 259 | 43.7
Power figures rest on the tool's default switching activity, not on a simulated workload.
