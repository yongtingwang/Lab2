$ cat design/flow/run.sh
#!/bin/bash
# OpenROAD 26Q1-2900-gdf79404cd8, Yosys 0.63+post, stock flow scripts
make -C /OpenROAD-flow-scripts/flow DESIGN_CONFIG=/design/flow/config.mk WORK_HOME=/design/flow/orfs finish
$ cat design/flow/config.mk
export PLATFORM = sky130hd
export DESIGN_NAME = lab2_3
export DESIGN_NICKNAME = lab2_3
export VERILOG_FILES = /design/flow/design.v
export SDC_FILE = /design/flow/constraint.sdc
export NUM_CORES = 4
export LEC_CHECK = 1
export CORE_AREA = 10 10 95 95
export DIE_AREA = 0 0 105 105
$ cat design/flow/constraint.sdc
current_design lab2_3

set clk_period 3.2
set clk_io_pct 0.2

create_clock -name clk0 -period $clk_period [get_ports {clk}]

set non_clock_inputs [all_inputs -no_clocks]
set_input_delay [expr $clk_period * $clk_io_pct] -clock clk0 $non_clock_inputs
set_output_delay [expr $clk_period * $clk_io_pct] -clock clk0 [all_outputs]
$ cat design/flow/design.v
`timescale 1ns / 1ps
module bcd2ftsegdec(
	display,  
	bcd  
	);
	output [14:0] display;  
	input [3:0] bcd;  
	reg [14:0] display;  
	always @(bcd)
		case (bcd)
			4'd0: display = 15'b0000_0011_1111_111;  
			4'd1: display = 15'b1001_1111_1111_111;  
			4'd2: display = 15'b0010_0100_1111_111;  
			4'd3: display = 15'b0000_1100_1111_111;  
			4'd4: display = 15'b1001_1000_1111_111;  
			4'd5: display = 15'b0100_1000_1111_111;  
			4'd6: display = 15'b0100_0000_1111_111;  
			4'd7: display = 15'b0001_1111_1111_111;  
			4'd8: display = 15'b0000_0000_1111_111;  
			4'd9: display = 15'b0000_1000_1111_111;  
			default: display = 15'b1111_1111_1111_111;  
		endcase
endmodule
`timescale 1ns / 1ps
module catchandcalculate(
	input [3:0] bcd1,bcd2,
	output reg [3:0] in2,in3,
	output [3:0] in0,in1
    );
integer d1,d2,tatol;
assign in0=bcd1;
assign in1=bcd2;
always@(*) begin
d1=bcd1[3]*8+bcd1[2]*4+bcd1[1]*2+bcd1[0];
d2=bcd2[3]*8+bcd2[2]*4+bcd2[1]*2+bcd2[0];
tatol=d1+d2;
case(tatol)
0:begin in2=4'b0000; in3=4'b0000;end
1:begin in2=4'b0000; in3=4'b0001;end
2:begin in2=4'b0000; in3=4'b0010;end
3:begin in2=4'b0000; in3=4'b0011;end
4:begin in2=4'b0000; in3=4'b0100;end
5:begin in2=4'b0000; in3=4'b0101;end
6:begin in2=4'b0000; in3=4'b0110;end
7:begin in2=4'b0000; in3=4'b0111;end
8:begin in2=4'b0000; in3=4'b1000;end
9:begin in2=4'b0000; in3=4'b1001;end
10:begin in2=4'b0001; in3=4'b0000;end
11:begin in2=4'b0001; in3=4'b0001;end
12:begin in2=4'b0001; in3=4'b0010;end
13:begin in2=4'b0001; in3=4'b0011;end
14:begin in2=4'b0001; in3=4'b0100;end
15:begin in2=4'b0001; in3=4'b0101;end
16:begin in2=4'b0001; in3=4'b0110;end
17:begin in2=4'b0001; in3=4'b0111;end
18:begin in2=4'b0001; in3=4'b1000;end
endcase
end
endmodule
`timescale 1ns / 1ps
module freq_div(
	clk_out,  
	clk_ctl,  
	clk,  
	rst_n  
	); 
	output reg clk_out;  
	output reg [1:0] clk_ctl;  
	input clk;  
	input rst_n;  
	reg [14:0] cnt_l;  
	reg [6:0] cnt_h;  
	reg [25-1:0] cnt_tmp;  
	always @(clk_out or cnt_h or clk_ctl or cnt_l)
		cnt_tmp = {clk_out,cnt_h,clk_ctl,cnt_l} + 1'b1;
	always @(posedge clk or negedge rst_n)
		if (~rst_n) {clk_out, cnt_h, clk_ctl, cnt_l}<=25'd0;
		else {clk_out,cnt_h, clk_ctl, cnt_l}<=cnt_tmp;
endmodule
`timescale 1ns / 1ps
module lab2_3(
	input clk,
	input rst_n,
	output [3:0] ftsd_ctl,
	output [14:0] display,
	input [3:0] bcd_input1,bcd_input2
    );
wire [3:0] bcd;
wire [1:0] clk_ctl;
wire [3:0] in0, in1, in2, in3;
wire [1:0] clk_out;
bcd2ftsegdec b1( 
	.display(display),  
	.bcd(bcd)  
	);
scan_ctl s1(
	.ftsd_ctl(ftsd_ctl),  
	.ftsd_in(bcd),  
	.in0(in0),  
	.in1(in1),  
	.in2(in2),  
	.in3(in3),  
	.ftsd_ctl_en(clk_ctl)  
	);
freq_div f1(
	.clk_ctl(clk_ctl),  
	.clk(clk),  
	.rst_n(rst_n),	 
	.clk_out(clk_out)
	);
catchandcalculate c1(
	.bcd1(bcd_input1),   
	.bcd2(bcd_input2),
	.in0(in0),    
	.in1(in1),	 
	.in2(in2), 
	.in3(in3) 
    );
endmodule
`timescale 1ns / 1ps
module scan_ctl(
	ftsd_ctl,  
	ftsd_in,  
	in0,  
	in1,  
	in2,  
	in3,  
	ftsd_ctl_en  
	);
	output reg [3:0] ftsd_in;  
	output reg [3:0] ftsd_ctl;  
	input [3:0] in0,in1,in2,in3;  
	input [1:0] ftsd_ctl_en;  
	always @(ftsd_ctl_en)
		case (ftsd_ctl_en)
			2'b00:
				begin
				ftsd_ctl=4'b0111;
				ftsd_in=in0;
				end
			2'b01:
				begin
				ftsd_ctl=4'b1011;
				ftsd_in=in1;
				end	
			2'b10:
				begin
				ftsd_ctl=4'b1101;
				ftsd_in=in2;
				end
			2'b11:
				begin
				ftsd_ctl=4'b1110;
				ftsd_in=in3;
				end
			default:
				begin
				ftsd_ctl=4'b0000;
				ftsd_in=in0;
				end
		endcase
endmodule
==> impl_metrics.ini <==
; synthesis and place-and-route metrics
[outcome]
status = completed

[worst_setup_path]
critPathRequiredTime_ns = 2.56
path_max_fanout = 10
worstPathArrival_ns = 2.44
startpoint_type = input pin
path_common_cell = clkdlybuf4s50_1
end_kind = output pin
worstPathCellList = clkdlybuf4s50_1 -> mux2_2 -> a22o_4 -> mux2i_1 -> a21oi_1 -> clkdlybuf4s50_1
critPathMaxStageDelay_ns = 0.48
path_class = in -> out
crit_slowest_cell = clkdlybuf4s50_1

[clock_tree]
clockBufferDepth = 2
clk_latency_ns = 0.24
h-tree-depth = 1
root_buffer = clkbuf_8
cts_made_buffers = 3
clk_pin_slew_ns = 0.06
cts_tree = done

[timing]
fin_crit_sh_pct = 96.24
worst_slack_ns = 0.1202
setup_viol = 0
unclocked_regs = 5
maxSlewHeadroom_pct = 51.99
skew_ns = 0.001394
drv_slew = 0
hold_viol_final = 0
fin_crit_ns = 3.080
maxClockFrequency_ghz = 0.3247
untimed_endpoints = 5
worstMarginPinSlew_ns = 0.7179

[die]
die_x_um = 105
num_rows = 30
die-area_um2 = 11030
design.core.area_um2 = 6907
io_pins = 29
dieHeight_um = 105
fp_util_pct = 20.51

[routing]
drc = 0
vias = 1116
wire_per_inst_um = 10.11
diodes = 0
vias_per_cell = 4.058
postRouteWirelength_mm = 2.781
first_pass_iters = 4
antenna_left = 0
drt_iter0_drc = 55

[power]
power_density_nw_per_um2 = 279.9
intPower_uw = 384.7
clkPwrFrac_pct = 29.7
power_switching_uw = 129.5
p_sw_share_pct = 25.18
p_leak_nw = 0.8162
seqPwrFrac_pct = 44.4
vdd_drop_max_v = 0.00009119
finalPower_uw = 514.2
combPwrFrac_pct = 25.9

[finish]
fill_cells = 750
drive_gt1_share_pct = 13.41
syn_to_final_growth_pct = 29.68

[hold_path]
hold_path_class = reg -> reg

[placed_design]
hpwl_mm = 2.221
pre_cts_ws_ns = -0.09597
io_buffers = 21
finalWeightedCongestion = 0.8583

[grt]
gr-usage-all-layers_pct = 4.639
grt_pass1_vias = 1067
grt_max_degree = 18
grt_pass1_wl_mm = 4.629
grt.overflow.total = 0
antenna_found_initial = 0

[synth]
common_cells = 17 x dfrtp_1, 12 x xnor2_1, 11 x a21oi_1, 11 x ha_1, 10 x nand2_1
yosys_warnings = 5
ys.flop_type = dfrtp_1
synth_stat.cells = 150
yosysTopAreaCell = dfrtp_1
synth_cell_types = 40
area_leaders = dfrtp_1 30%, ha_1 9.7%, xnor2_1 7.4%
most_common_cell = dfrtp_1
synthCells = 150
ys_chip_area_um2 = 1416
yosysTopAreaCellShare_pct = 30.04
async_flop_share_pct = 77.27
syn-cell-area_um2 = 1416
avgSynthCellArea_um2 = 9.442
edf_count = 0
ys_ff = 22

[flow_run]
log.warning_count = 30
maxCapViolations = 0
[sequential cells by signal (all words and copies together) (netlist names)]
name	flops
c1.in2	1
c1.in3	4
f1.clk_ctl	2
f1.cnt_l	15
[cells in the final DEF (no fill, tap or decap), types with 2 or more instances in the layout]
cell type         n
a21o_1            2
a21oi_1          10
a22oi_1           2
and3_1            2
and4_1            2
buf_4            10
clkbuf_8          3
clkdlybuf4s50_1  18
conb_1            7
dfrtp_1          17
dlxtn_1           5
dlygate4sd2_1     2
ha_1             11
inv_1             7
mux2_2            2
mux2i_1           3
nand2_1          10
nand3_1           7
nand4_1           3
nor2_1            5
nor3_1            5
o211ai_1          4
xnor2_1          12
xor2_1            6
[metrics by stage]
stage          area [um2]  std cells  setup TNS (ns)  hold WS (ns)  util, %
2_1_floorplan        1439        156               0        0.3444        -
3_5_place_dp         1743        268         -0.3581        0.4575    25.24
4_1_cts              1789        272               0        0.4753    25.91
3_3_place_gp         1743        268         -0.2000        0.4563    25.24
6_report             1837        275               0        0.4721    26.59
5_1_grt              1837        275        -0.02100        0.4910    26.59
[power by group through the flow]
stage	Sequential (mW)	Clock, mW	Combinational (mW)
after CTS	0.228	0.159	0.129
after global routing	0.229	0.167	0.149
final	0.228	0.152	0.133
[cell type report]
| type | count | area [um2] | share of cell area [%] |
|---|---|---|---|
| Inverter | 8 | 30.03 | 1.635 |
| Clock buffer | 4 | 45.04 | 2.452 |
| Tap cell | 96 | 120.1 | 6.540 |
| Timing Repair Buffer | 32 | 296.5 | 16.14 |
| Multi-Input combinational cell | 113 | 844.6 | 45.98 |
| Sequential cell | 22 | 500.5 | 27.25 |
[worst max-delay path, delay by kind of cell]
family	cells	cell delay (ns)
multiplexers	2	0.45
AND-OR/OR-AND	2	0.42
buffers and inverters	2	0.92
[kinds of logic (layout without fill, tap and decap cells)]
group                    count (synthesis)  in the layout  synth area share [%]
AND/OR/NAND/NOR                         41             41                 15.02
AND-OR/OR-AND                           29             29                 13.60
buffers and inverters                   21             44                 8.215
XOR/XNOR                                18             18                 11.13
flip-flops                              17             17                 30.04
adder cells (fa/ha/maj)                 12             12                 11.13
multiplexers                             6              6                 5.300
latches                                  5              5                 5.300
other                                    1              7                0.2648
[metal layers]
layer / vias up / global-route usage, % / wire length, um
met3: 2 / 0.6211 / 82
met2: 19 / 7.918 / 1289
met4: 0 / 0.6863 / 21
met5: - / 0 / 0
met1: 517 / 6.219 / 1388
li1: 578 / - / -
[path summary, 6_finish.rpt]
path | start | to | slack [ns] | depth (start not counted)
worst min register to register | f1.cnt_l[9]$_DFF_PN0_ | f1.cnt_l[9]$_DFF_PN0_ | 0.47 | 1
worst max register to register | f1.cnt_l[0]$_DFF_PN0_ | f1.clk_ctl[1]$_DFF_PN0_ | 1.77 | 4
min in group asynchronous | rst_n | f1.cnt_l[3]$_DFF_PN0_ | 0.82 | 1
max in group asynchronous | rst_n | f1.clk_ctl[0]$_DFF_PN0_ | 1.92 | 1
worst min-delay path | f1.cnt_l[9]$_DFF_PN0_ | f1.cnt_l[9]$_DFF_PN0_ | 0.47 | 1
worst max-delay path | bcd_input2[3] | display[11] | 0.12 | 6
[what timing repair did]
item                       4_1_cts  5_1_grt
setup endpoints to repair        7        7
pin swaps                        1        3
gates resized                    4        6
buffers inserted                 0        3
hold buffers                     0        0
